## ./design.v

```verilog
`timescale 1ns / 1ps
module PdmDes(
    input clk,
    input en,
    output done,
    output [15:0] dout,
    output pdm_m_clk_o,
    input pdm_m_data_i
    );
parameter C_PDM_FREQ_HZ=2000000;
reg en_int=0;
reg done_int=0;
reg clk_int=0;
reg pdm_clk_rising;
reg [15:0] pdm_tmp, dout;
integer cnt_bits=0;
integer cnt_clk=0;
assign done = done_int;
assign pdm_m_clk_o = clk_int;
always @(posedge clk)
    en_int <= en;
always @(posedge clk) 
  if (en==0)
    pdm_tmp <= 0;
  else
  if (pdm_clk_rising) 
     pdm_tmp <= {pdm_tmp[14:0],pdm_m_data_i};
always @(posedge clk)
begin
  if (en_int==0)
    cnt_bits <=0;
  else
    if (pdm_clk_rising)
    begin
        if (cnt_bits == 15)
            cnt_bits <=0;
        else
            cnt_bits <= cnt_bits + 1;
     end           
end
always @(posedge clk)
begin
  if (pdm_clk_rising)
  begin
    if (cnt_bits==0)
    begin
        if (en_int)
        begin
            done_int<=1;
            dout <= pdm_tmp;
        end
     end
  end
  else
    done_int <= 0;
end
always @(posedge clk)
begin
  if (cnt_clk == 24)  
  begin
    cnt_clk <= 0;
    clk_int <= ~clk_int;
    if (clk_int == 0)
        pdm_clk_rising <= 1;
  end
  else
  begin
    cnt_clk <= cnt_clk + 1;
    pdm_clk_rising <= 0;
  end
end
endmodule
`timescale 1ns / 1ps
module PdmSer(
    input clk,
    input en,
    input [15:0] din,
    output done,
    output pwm_audio_o
    );
reg en_int=0;
reg done_int=0;
reg clk_int=0;
reg pdm_clk_rising;
reg [15:0] pdm_s_tmp, dout;
integer cnt_bits=0;
integer cnt_clk=0;
assign done = done_int;
assign pwm_audio_o = pdm_s_tmp[15]; 
    always @(posedge clk)
        en_int <= en;
always @(posedge clk)
begin
  if (en_int==0)
    cnt_bits <=0;
  else
    if (pdm_clk_rising)
    begin
        if (cnt_bits == 15)
            cnt_bits <=0;
        else
            cnt_bits <= cnt_bits + 1;
     end           
end
always @(posedge clk)
begin
  if (pdm_clk_rising)
  begin
    if (cnt_bits==15)
        done_int<=1;
  end
  else
    done_int <= 0;
end
always @(posedge clk)
begin
  if (pdm_clk_rising)
  begin
    if (cnt_bits==0)
        pdm_s_tmp <= din;
    else
        pdm_s_tmp <= {pdm_s_tmp[14:0], 1'b0};
  end
end
always @(posedge clk)
begin
  if (en_int == 0)
  begin
    cnt_clk <= 0;
    pdm_clk_rising <= 0;
  end
  else
  begin
      if (cnt_clk == 24)  
      begin
        cnt_clk <= 0;
        pdm_clk_rising <= 1;
      end
      else
      begin
        cnt_clk <= cnt_clk + 1;
        pdm_clk_rising <= 0;
      end
  end
end
endmodule
`timescale 1ns / 1ps
module audio_direct_path(
    input wire clk_i,
    input wire en_i,
    input wire pdm_audio_i,
    output wire pdm_m_clk_o,
    output wire pwm_audio_o,
    output wire done_o,
    output wire pwm_audio_shutdown
    );
wire PdmDes_done;
wire [15:0] PdmDes_dout;
reg en_i_sync;
reg [15:0] PdmSer_In;
assign pwm_audio_shutdown = en_i_sync;  
PdmDes PdmDes_Inst (
    .clk(clk_i),
    .en(en_i),
    .dout(PdmDes_dout),
    .pdm_m_clk_o(pdm_m_clk_o),
    .pdm_m_data_i(pdm_audio_i)
);
always @(posedge PdmDes_done)
if(en_i)
    en_i_sync <= 1'b1;
always @(posedge clk_i)
    PdmSer_In <= PdmDes_dout;
PdmSer PdmSer_Inst (
    .clk(clk_i),
    .en(en_i_sync),
    .din(PdmSer_In),
    .done(done_o),
    .pwm_audio_o(pwm_audio_o)
);
endmodule
```

## ./run.sh

```bash
#!/bin/bash
# OpenROAD 26Q1-2900-gdf79404cd8, Yosys 0.63+post, stock flow scripts
make -C /OpenROAD-flow-scripts/flow DESIGN_CONFIG=/design/flow/config.mk WORK_HOME=/design/flow/orfs finish
```

## ./config.mk

```make
export PLATFORM = sky130hd
export DESIGN_NAME = audio_direct_path
export DESIGN_NICKNAME = audio_direct_path
export VERILOG_FILES = /design/flow/design.v
export SDC_FILE = /design/flow/constraint.sdc
export NUM_CORES = 4
export LEC_CHECK = 1
export CORE_UTILIZATION = 40
```

## ./constraint.sdc

```tcl
current_design audio_direct_path

set clk_period 7.7
set clk_io_pct 0.2

create_clock -name clk0 -period $clk_period [get_ports {clk_i}]

set non_clock_inputs [all_inputs -no_clocks]
set_input_delay [expr $clk_period * $clk_io_pct] -clock clk0 $non_clock_inputs
set_output_delay [expr $clk_period * $clk_io_pct] -clock clk0 [all_outputs]
```

==> results.cfg <==
; yosys + openroad results
[final_timing]
maxSlewViolCount = 0
setup_viol = 0
fin_tns_setup_ns = 0
fin_crit_sh_pct = 36.2
hold_viol = 0
relSlewSlack_pct = 49.8
period_needed_ns = 2.79
max_clock_freq_ghz = 0.359
worst_pin_slew_ns = 0.747
rsz0062_at_grt = false
fin_skew_ns = 0.00793

[route]
final_antenna_net_count = 0
drtPass1Iterations = 4
via_per_inst = 4.85
drt_iter0_markers = 215
diodes = 0
wl_um = 12800
drc = 0
vias = 5195
wl_per_cell_um = 12.0

[synthesis]
synth_cell_type_count = 41
edf_count = 33
ys_seq_share_pct = 53.6
synthFlopType = dfxtp_1
yosys_cells = 782
ys_warn_count = 4
syn_area_um2 = 8010
ys_chip_area_um2 = 8010
async_reset_ff_share_pct = 0
ys.flops = 198
syn_area_per_cell_um2 = 10.2
synth_cells = 782

[floorplan]
num_io_pins = 7
initCoreUtil_pct = 41.0
die_h_um = 144
rows = 51
dieWidth_um = 144
core_region_area_um2 = 19500
die-area_um2 = 20600

[cts]
cts-buffers-inserted = 17
cts-root-buf = clkbuf_16
h-tree-depth = 4
clock-sinks = 198
clk_latency_ns = 0.42
path_clk_slew_ns = 0.07
ctsHoldBuffers = 0
tritoncts = built
cts_max_path_buffers = 2
cts_resized = 0
cts_setup_buffers = 0

[pwr]
ir_worst_vdd_mv = 0.131
p_per_area_nw_per_um2 = 218
power_frac_clock_pct = 45.1
switching_power_uw = 398
p_comb_share_pct = 0.9
sw_frac_of_total_pct = 20.4
seqPwrFrac_pct = 54.0
power_mw = 1.95
p_int_mw = 1.55
p_leak_nw = 3.13

[worst_setup_path]
cp.arrival_ns = 1.25
worstSetupPathType = reg -> out
critPathMaxStageDelay_ns = 0.47
crit_chain = clkdlybuf4s50_1
path_buffers = 1
crit_family = buffers and inverters
worstPathRequired_ns = 6.16
critPathMaxFanout = 2
end_kind = output port
slowest_stage = clkdlybuf4s50_1
critPathLaunchType = register

[outcome]
status = completed

[grt]
grt_util_met2_pct = 20.2
grt_use_met1_pct = 22.2
antenna_found_initial = 0
use_met3_pct = 2.68
grt_pass1_wl_um = 22400
grt_max_degree = 33
grt_pass1_vias = 4744
grt_usage_pct = 13.7
top_usage_layer = met1
overflow = 0

[final_layout]
layout_top_cells = 165 x dfxtp_1, 116 x nor2_1, 76 x xor2_1, 50 x nand4_1, 47 x nand3_1
layout_top_cell = dfxtp_1
instances_no_fill = 1072
final_util_pct = 45.8
areaGrowthSynthToFinish_pct = 11.6
fillers = 1808
fin_area_um2 = 8940
drive_gt1_share_pct = 8.55

[placement]
gp_congestion = 0.817
dp_hpwl_um = 8030
place_inst = 1040
placed_cell_area_um2 = 8360
portBuffers = 5

[flow_run]
maxCapViolations = 0
log.warning_count = 29

[worst_hold_path]
hold_path.class = reg -> reg
per-layer routing:
| layer | share of wire, % | vias up |
|---|---|---|
| li1 | - | 2745 |
| met1 | 55 | 2409 |
| met2 | 42 | 34 |
| met3 | 2.8 | 7 |
| met4 | 0.91 | 0 |
| met5 | 0 | - |
cell usage after synthesis, types with 2 or more instances:
master | n | area (µm²)
nor4_2 | 3 | 37.5
nand4_1 | 50 | 313
buf_6 | 3 | 33.8
nand2_1 | 46 | 173
or3_1 | 2 | 12.5
dfxtp_1 | 165 | 3300
and2_1 | 7 | 43.8
xnor2_1 | 43 | 377
nor4_1 | 28 | 175
nor2b_1 | 18 | 113
ha_1 | 8 | 100
buf_1 | 2 | 7.51
and3_1 | 22 | 138
inv_1 | 14 | 52.6
buf_2 | 10 | 50.1
a21oi_1 | 2 | 10.0
clkbuf_1 | 7 | 26.3
nor2_1 | 116 | 435
nand3_1 | 47 | 235
o21ai_0 | 2 | 10.0
or2_2 | 2 | 12.5
xor2_1 | 76 | 666
and4_1 | 13 | 114
edfxtp_1 | 33 | 991
nor3_1 | 10 | 50.1
mux2_2 | 16 | 180
mux2i_1 | 18 | 180
or4_1 | 5 | 37.5
nor4b_1 | 2 | 17.5
flip-flops by register name, indices dropped and copies added, names as in the netlist, 16 cells and up:
signal,flops
PdmSer_Inst.cnt_clk,32
PdmSer_In,16
PdmDes_Inst.dout,16
PdmSer_Inst.cnt_bits,32
PdmDes_Inst.cnt_bits,32
PdmDes_Inst.pdm_tmp,16
PdmDes_Inst.cnt_clk,32
PdmSer_Inst.pdm_s_tmp,16
final cells by class:
class                   count  area (µm²)  area share [%]
multi-input cells         548        3550            39.7
clock buffers              20         447            5.00
clock inverters            12         139            1.55
repair buffers             15         125            1.40
well taps                 265         332            3.71
flip-flops and latches    198        4290            48.0
inverters                  14        52.6           0.588
kinds of logic (layout without fill, tap and decap cells):
kind of cell | after synthesis | after routing | share of synthesized area, %
AOI/OAI and AO/OA | 6 | 6 | 0.406
other | 1 | 2 | 0.0468
and+or+nand+nor | 379 | 379 | 25.0
buffers and inverters | 37 | 61 | 2.22
muxes | 34 | 34 | 4.50
adders and majority gates | 8 | 8 | 1.25
DFF | 198 | 198 | 53.6
xor gates and xnor gates | 119 | 119 | 13.0
per-stage QoR:
step | setup slack [ns] | hold WS (ns)
final | 4.91 | 0.342
after global routing | 4.85 | 0.350
after CTS | 4.89 | 0.344
after detailed placement | 5.11 | 0.327
after global placement | 5.13 | 0.324
after floorplan | 4.42 | 0.323
final timing paths:
check                                              from                               endpoint  slack [ns]  cells after the start
setup / recovery          PdmDes_Inst.clk_int$_DFFE_PN_                            pdm_m_clk_o        4.91                      1
hold / removal           PdmDes_Inst.dout[10]$_DFFE_PP_                  PdmSer_In[10]$_DFF_P_        0.34                      0
setup reg to reg  PdmSer_Inst.cnt_bits[16]$_SDFFE_PN0P_  PdmSer_Inst.cnt_bits[20]$_SDFFE_PN0P_        5.22                      6
hold reg to reg          PdmDes_Inst.dout[10]$_DFFE_PP_                  PdmSer_In[10]$_DFF_P_        0.34                      0
power by group through the flow:
stage | Combinational (mW) | Clock [mW] | Sequential [mW]
after CTS | 0.0176 | 0.902 | 1.05
after global routing | 0.0192 | 0.951 | 1.05
final | 0.0171 | 0.877 | 1.05
Power figures rest on the tool's default switching activity, not on a simulated workload.
